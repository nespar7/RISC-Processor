===== design/flow/run.sh =====
#!/bin/bash
# OpenROAD 26Q1-2900-gdf79404cd8, Yosys 0.63+post, stock flow scripts
make -C /OpenROAD-flow-scripts/flow DESIGN_CONFIG=/design/flow/config.mk WORK_HOME=/design/flow/orfs finish

===== design/flow/design.v =====
`timescale 1ns / 1ps
module comp(
    input [31:0] input1,
    output [31:0] output1
    );
assign output1= ~input1+1;
endmodule

===== design/flow/config.mk =====
export PLATFORM = sky130hd
export DESIGN_NAME = comp
export DESIGN_NICKNAME = comp
export VERILOG_FILES = /design/flow/design.v
export SDC_FILE = /design/flow/constraint.sdc
export NUM_CORES = 4
export LEC_CHECK = 1
export CORE_AREA = 10 10 76 76
export DIE_AREA = 0 0 86 86

===== design/flow/constraint.sdc =====
current_design comp

set clk_period 15.8
set clk_io_pct 0.2

create_clock -name clk0 -period $clk_period

set non_clock_inputs [all_inputs -no_clocks]
set_input_delay [expr $clk_period * $clk_io_pct] -clock clk0 $non_clock_inputs
set_output_delay [expr $clk_period * $clk_io_pct] -clock clk0 [all_outputs]

==> job_summary.md <==
## Synthesis and layout report

| Metric | Value |
|---|---|
| Die Span Y | `between 80 and 90 µm` |
| GRT Util Overall | `under 10%` |
| Slew Viols, Final | `0` |
| CP Class | `input pin to output port` |
| Mapped cell area | `637 µm²` |
| CP Capture Type | `output port` |
| Worst hold-check path type | `input pin to output port` |
| Post-cts hold buffer count | `0` |
| Storage cell area | `0 µm²` |
| Cell Area, Placed | `between 1000 and 1500 µm²` |
| Vias/cell | `just over 4` |
| Ant. Diodes | `0` |
| Setup TNS | `0 ns` |
| Max Cap Viol | `0` |
| OpenROAD warnings | `32` |
| Sequential area share after synthesis | `0%` |
| Die ar. | `about 7400 µm²` |
| Initial antenna violation count | `0` |
| Crit-path cells | `clkdlybuf4s50_1 -> nor3_1 -> nand4_2 -> nor4_2 -> xnor2_1 -> clkdlybuf4s50_1` |
| # clk buffers | `0` |
| Antenna viol nets, final | `0` |
| CTS resizes | `0` |
| Worst Path Required | `12.64 ns` |
| RD Place Congestion | `0.708` |
| Peak VDD IR | `0.00670 mV` |
| Area Growth Syn to Fin | `107%` |
| Share of cells above drive strength 1 | `~6.2%` |
| Worst path slowest cell | `nor3_1` |
| Init Core Util | `15.5%` |
| Area share, top type | `between 30% and 40%` |
| Most common cell in the netlist | `xnor2_1` |
| Drt first pass iters | `2` |
| Post-synth area from yosys stat | `roughly 640 µm²` |
| Num rows | `23` |
| CP dominant cell by count | `clkdlybuf4s50_1` |
| Leak Pwr | `about 0.4 nW` |
| DIE WIDTH | `approximately 86 µm` |
| # Cells Yosys | `roughly 83` |
| Startpoint types | `input pin` |
| Initial DRC Count | `13` |
| Top cells by area | `xnor2_1, nor4_1, nor4_2` |
| Arrival @ worst endpoint | `5.60 ns` |
| Run status | `finished, final reports clean` |
| Worst slew pin tran | `0.689 ns` |
| RSZ-0062 raised after global routing | `false` |
| GR Overflow Total | `0` |
| Cycle use final | `about 55%` |
| Vias after detailed routing | `804` |
| Distinct cells, synth | `21` |
| Worst Path Max Fanout | `10` |
| First-pass GRT wire length | `between 4000 and 5000 µm` |
| Total wire length | `approximately 2600 µm` |
| Slew margin rel. | `53.6%` |
| Number of global-route vias before repair | `806` |
| Power Density | `~20 nW/µm²` |
| Max Fclk | `roughly 0.11 GHz` |
| Flop count | `0` |
| Yosys warns | `0` |
| WL/cell | `~13 µm` |
| Ports | `between 60 and 70` |
| Yosys top cell by area | `xnor2_1` |
| Final Cell Area | `roughly 1300 µm²` |
| Final hold viol count | `0` |
| Synthesized area per cell | `7.67 µm²` |
| Largest net degree at the start of global routing | `11` |
| Buffers added on ports | `64` |
| Post-Synthesis Cells | `approximately 83` |
| Post-CTS Setup Bufs | `0` |
| DP Wirelength | `approximately 2300 µm` |
| Post-synth top cells | `xnor2_1, nor3_1, nor4_1, nor2_1` |
| Setup violators final | `0` |
| Largest stage delay on the critical path | `slightly below 0.6 ns` |
| Core area | `roughly 4100 µm²` |
| WHS | `just over 7 ns` |
| Drc violations | `0` |
| Post-layout min period | `8.76 ns` |
[placed cells by master (no fill, tap or decap), drive strengths merged]
cell	n
nor4	13
xnor2	25
clkdlybuf4s50	64
xor2	5
ha	1
nand3	1
nand4	2
nand2b	1
nor2b	1
inv	2
nor3b	1
nand2	4
nor2	7
nor3	9
or4	3
nand3b	1
or3	5
[critical path: cells and delay by family]
kind	cells	cell delay, ns
xor gates and xnor gates	1	0.15
buffers and inverters	2	0.96
and+or+nand+nor	3	1.32
[per-layer routing]
| layer | vias to the layer above | GRT usage (%) | part of all wire (%) |
|---|---|---|---|
| met5 | - | 0 | 0 |
| met4 | 0 | 0 | 0 |
| met3 | 0 | 2.19 | 8.7 |
| met2 | 27 | 11.8 | 51 |
| met1 | 348 | 7.93 | 41 |
| li1 | 429 | - | - |
[metrics by stage]
step | setup slack [ns] | total power [mW] | utilization (%) | instances
floorplan | 8.22 | 0.00501 | - | 83
global placement | 7.01 | 0.0263 | 32.1 | 195
detailed placement | 7.02 | 0.0262 | 32.1 | 195
CTS | 7.01 | 0.0264 | 32.1 | 195
global route | 6.78 | 0.0280 | 32.1 | 195
finish | 7.04 | 0.0258 | 32.1 | 195
[path summary, 6_finish.rpt]
check,from,end,slack [ns],depth (start not counted)
worst max-delay path,input1[2],output1[27],7.04,6
worst min-delay path,input1[0],output1[0],7.19,2
[logic make-up (layout without fill, tap and decap cells)]
group / after synthesis / in the layout / synth area share [%]
xor+xnor: 30 / 30 / 41.3
fa+ha+maj: 1 / 1 / 1.96
buf+inv: 4 / 66 / 4.13
simple gates: 48 / 48 / 52.7
[power breakdown]
part	internal (mW)	switching, mW	leakage (nW)
logic	0.0180	0.00782	0.405
clock network	0	0	0
registers	0	0	0
total	0.0180	0.00782	0.405
[final cells by class]
class,count,area (µm²)
Inverter,2,7.51
Fill cell,432,2790
Timing Repair Buffer,64,641
Multi-Input combinational cell,79,611
Tap cell,50,62.6
Power is estimated from default activity; no workload was simulated.
