===== /design/flow/design.v =====
`timescale 1ns / 1ps
module shll(
    input [31:0] input1,
    output [31:0] shifted,
    input [31:0] shift
    );
assign shifted = input1 << shift;
endmodule

===== /design/flow/run.sh =====
#!/bin/bash
# OpenROAD 26Q1-2900-gdf79404cd8, Yosys 0.63+post, stock flow scripts
make -C /OpenROAD-flow-scripts/flow DESIGN_CONFIG=/design/flow/config.mk WORK_HOME=/design/flow/orfs finish

===== /design/flow/config.mk =====
export PLATFORM = sky130hd
export DESIGN_NAME = shll
export DESIGN_NICKNAME = shll
export VERILOG_FILES = /design/flow/design.v
export SDC_FILE = /design/flow/constraint.sdc
export NUM_CORES = 4
export LEC_CHECK = 1
export CORE_UTILIZATION = 30

===== /design/flow/constraint.sdc =====
current_design shll

set clk_period 5.1
set clk_io_pct 0.2

create_clock -name clk0 -period $clk_period

set non_clock_inputs [all_inputs -no_clocks]
set_input_delay [expr $clk_period * $clk_io_pct] -clock clk0 $non_clock_inputs
set_output_delay [expr $clk_period * $clk_io_pct] -clock clk0 [all_outputs]

==> summary.txt <==
On the backend side, the flow ran end to end.

Across all stage logs, warnings added up to 32. The sequential element share of the synthesized area stands at 0. The post-layout worst setup margin stands at 574 ps. Checking hold timing, the worst path is listed with class in -> out.

Routed signal wires occupy layers up through met3. For reference, the final report shows the hold violation count at 0. The ratio of cells with drive above 1 in the final layout stands at 0.196. The number of post-CTS setup repair buffers stands at 0.

The count of nets left with antenna violations once routing finished came out at 0. The number of inserted filler cells in the final layout stands at 624. Pin placement for this block handled 96 I/O pins. The arrival time of data at the worst endpoint is listed as 3510 ps. Counting tap cells, the placed design contains a total of 394 instances. In this run, the synthesized area fraction spent on AND-OR/OR-AND gates is recorded as 0.149. By area the synthesized netlist is led by mux4_2 40%, mux2i_1 6.7%, nand2_1 6.5%. The final setup violation count stands at 0.

The iteration count recorded for the first detailed-route pass is 4. The accumulated negative setup slack stands at 0 ps. The count of port buffers added during placement stands at 96. In this run the horizontal extent of the chip is 85.3 microns. The setup slack after placement stands at 522 ps.

The layout report lists the combined flip-flop and latch area as 0 sq um. For reference, the most critical setup path is categorized as in -> out. Of all nets on the critical path, the largest fanout is 10. The wire length per cell after detailed routing stands at 17.7 microns. The power per unit of standard cell area stands at 79.5 nW/um^2. In this run, the synthesized area fraction spent on xor and xnor cells is recorded as 0. The part of the cycle the worst path needs stands at 0.887. Entering global routing, the biggest net connects 35 pins. After floorplanning, the core was sized to cover 6530 sq um.

Total global-route track usage over all layers is 0.198. Derived from the worst setup path, the maximum achievable clock frequency is 0.221 GHz. Per the cell usage report, the commonest logic cell in the layout is clkdlybuf4s50_1.

The ratio of routed vias to standard cells stands at 5.85. Routability-driven placement finished with a final weighted congestion of 0.916. Post-synthesis, Yosys gives the total cell area as 2080 sq um. The max-capacitance violation count stands at 0. The total power stands at 0.000243 W. The number of distinct standard cells referenced by the synthesized netlist stands at 41. The share of synthesized cell area in full adder, half adder and majority cells stands at 0. STA classifies the critical path startpoint as an input port. The initial antenna violation count was 0. The via count of the routed design stands at 2304. Detailed routing placed a total of 3130 microns of wire on met2.

The area share of the largest cell type after synthesis stands at 0.401. The site row count stands at 29. Yosys stat counts 239 cells in the synthesized netlist.

The final hold slack stands at 3170 ps. The warning count from the yosys run stands at 0. The average size of a mapped cell stands at 8.70 sq um. The detailed router reports a met3 wire length of 733 microns.

The post-synthesis to final-layout area growth stands at 47.1%. STA classifies the critical path endpoint as an output pin. The wire length of the first global-routing pass stands at 11100 microns. The number of global-route vias before repair is 2199. The vertical die size stands at 85.3 microns. Yosys shows that the main logic family after synthesis is multiplexers. The transition time recorded at the tightest slew-check pin is 557 ps. Once the clock tree was built, the resizer swapped 0 gates to a different size. The floorplan step records an initial core utilization of 0.318. The gate count of the mapped netlist stands at 239. The shortest period the worst path allows stands at 4530 ps.

In the final layout, the multi-input gates occupy 1900 sq um. The antenna diode count stands at 0. The number of buffers added to fix hold violations after cts stands at 0. Per the detailed-route log, wirelength across all metal layers totals 6980 microns.

Per the power-grid run, VDD falls by no more than 60.8 uV. Setup repair after global routing left no endpoint under its margin. Recorded from the global router log, the overflow total was 0. The flow ran to the end, and the final reports show no timing, DRC or antenna violations. For this run the detailed placement stage logged an HPWL of 5620 microns. The mux contribution to synthesized area stands at 0.529. In this run, the synthesized area fraction spent on and/or/nand/nor cells is recorded as 0.235.

Counting the clock-network buffers in the layout gives 0. After detailed routing, the wire length on met1 is 3120 microns. The library cells used most frequently in the layout, excluding fill and tap cells, are 95 x clkdlybuf4s50_1, 37 x mux4_2, 36 x nand2_1. The post-synthesis instance area stands at 2080 sq um.

The required time of the worst setup path stands at 4080 ps. The final standard cell count with taps included and fillers excluded stands at 394. The tightest slew margin relative to the limit stands at 0.618.

In this run the full chip footprint comes out at 7270 sq um. The total leakage power stands at 1.05 nW. The residual DRC count stands at 0. mux4_2 takes more of the synthesized area than any other cell. The count of final max-slew check failures stands at 0. The count of routing violations after the opening detailed-route iteration stands at 188. The layout sequential cell count stands at 0.
-- synth_stat cells (3+ instances only) --
cell,n
a211oi_1,6
mux4_2,37
nor2_1,20
o21ai_0,3
nand2_1,36
buf_2,11
o21ai_1,6
and2_1,5
and3_1,3
mux2_2,9
buf_6,4
clkbuf_1,10
mux2i_1,14
nand2b_1,3
a211o_1,4
o211ai_1,5
nor4_1,9
nand3_1,6
nor3_1,4
a21oi_1,14
-- worst paths after layout --
path,start,to,slack [ps],cells after the start
worst max-delay path,shift[5],shifted[31],570,8
worst min-delay path,input1[0],shifted[0],3170,4
-- critical path, cell delays in order --
cell	delay, ps
clkdlybuf4s50_1	390
nor4_1	280
nand2_1	80
or3_1	390
nand2b_1	380
buf_4	290
o22ai_1	180
clkdlybuf4s50_1	490
-- power by group --
part / switching (W) / internal [W]
clock network: 0 / 0
logic: 0.000110 / 0.000134
registers: 0 / 0
total: 0.000110 / 0.000134
-- stage by stage --
step	util	area, sq um
after global routing	0.468	3060
after detailed placement	0.468	3060
after CTS	0.468	3060
after floorplan	-	2080
final	0.468	3060
after global placement	0.468	3060
-- layer usage --
metal  vias up  global-route usage
li1       1103                   -
met1      1071               0.300
met2       130               0.312
met3         0              0.0573
met4         0                   0
met5         -                   0
-- kinds of logic (layout without fill, tap and decap cells) --
logic type             after synthesis  count (layout)
AND-OR/OR-AND                       48              48
AND/OR/NAND/NOR                     99              99
multiplexers                        61              61
buffers and inverters               31             109
-- cell type report --
type | instances | share of cell area
inverters | 4 | 0.00491
multi-input cells | 208 | 0.621
well taps | 77 | 0.0315
repair buffers | 105 | 0.343
Power figures rest on the tool's default switching activity, not on a simulated workload.
