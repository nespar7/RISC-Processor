==> design/flow/design.v <==
`timescale 1ns / 1ps
module RF (
    input clk,
    input rst,
    input [4:0] rs,
    input [4:0] rt,
    input [31:0] writeData,
    input [1:0] regWrt,
    output [31:0] read_data_1,
    output [31:0] read_data_2
);
reg [31:0] registers[31:0];
always @(posedge clk) begin
    if(rst) begin
        registers[0] <= 32'b0;
        registers[1] <= 32'b0;
        registers[2] <= 32'b0;
        registers[3] <= 32'b0;
        registers[4] <= 32'b0;
        registers[5] <= 32'b0;
        registers[6] <= 32'b0;
        registers[7] <= 32'b0;
        registers[8] <= 32'b0;
        registers[9] <= 32'b0;
        registers[10] <= 32'b0;
        registers[11] <= 32'b0;
        registers[12] <= 32'b0;
        registers[13] <= 32'b0;
        registers[14] <= 32'b0;
        registers[15] <= 32'b0;
        registers[16] <= 32'b0;
        registers[17] <= 32'b0;
        registers[18] <= 32'b0;
        registers[19] <= 32'b0;
        registers[20] <= 32'b0;
        registers[21] <= 32'b0;
        registers[22] <= 32'b0;
        registers[23] <= 32'b0;
        registers[24] <= 32'b0;
        registers[25] <= 32'b0;
        registers[26] <= 32'b0;
        registers[27] <= 32'b0;
        registers[28] <= 32'b0;
        registers[29] <= 32'b0;
        registers[30] <= 32'b0;
        registers[31] <= 32'b0;
    end
    else begin
        case(regWrt)
            2'b01:
                registers[31] <= writeData;
            2'b10:
                registers[rs] <= writeData;
            2'b11:
                registers[rt] <= writeData;
            default:
                begin
                end
        endcase
    end
end
    assign read_data_1 = registers[rs];
    assign read_data_2 = registers[rt];
endmodule
==> design/flow/run.sh <==
#!/bin/bash
# OpenROAD 26Q1-2900-gdf79404cd8, Yosys 0.63+post, stock flow scripts
make -C /OpenROAD-flow-scripts/flow DESIGN_CONFIG=/design/flow/config.mk WORK_HOME=/design/flow/orfs finish
==> design/flow/config.mk <==
export PLATFORM = sky130hd
export DESIGN_NAME = RF
export DESIGN_NICKNAME = RF
export VERILOG_FILES = /design/flow/design.v
export SDC_FILE = /design/flow/constraint.sdc
export NUM_CORES = 4
export LEC_CHECK = 1
export CORE_UTILIZATION = 30
==> design/flow/constraint.sdc <==
current_design RF

set clk_period 11.0
set clk_io_pct 0.2

create_clock -name clk0 -period $clk_period [get_ports {clk}]

set non_clock_inputs [all_inputs -no_clocks]
set_input_delay [expr $clk_period * $clk_io_pct] -clock clk0 $non_clock_inputs
set_output_delay [expr $clk_period * $clk_io_pct] -clock clk0 [all_outputs]
==> out/metrics.yaml <==
power_leakage_uw: 0.0240
ctsLongestPathBuffers: 3
grt_pass1_vias: 39700
maximum_number_of_pins_on_one_net_before_global_route_repair: 90
timing_worst_slew_pin_value_ns: 1.01
clock-root-buffer: "sky130_fd_sc_hd__clkbuf_16"
yosysWarningCount: 1
critPathMaxStageDelay_ns: 0.69
detailedPlacementHpwl_um: 118000
seqPwrFrac: 0.488
timing.critical_path.mode_cell: "sky130_fd_sc_hd__clkdlybuf4s50_1"
top_area_frac: 0.550
post_synth_num_cell_types: 34
max_cap_violations: 0
floorplan.core_util: 0.302
critical_path.endpoint_type: "output pin"
cts_tree: "built"
power.density_cell_area_mw_per_mm2: 149
status: "finished clean"
setup_tns_after_final_layout_ns: 0
layout-area-overhead-vs-synth_pct: 13.8
enable_flop_cells: 1024
final_design_area_no_fill_mm2: 0.0636
yosys.stat.seqShare: 0.550
hold_viol_final: 0
place.port_buffers: 109
crit_required_ns: 8.80
fin_crit_ns: 8.09
worst_setup_path_endpoint: "read_data_1[20]"
criticalPathCategory: "input port to output pin"
final.setup.worst_slack_ns: 2.91
post_cts_resize_count: 0
vdd.ir_drop.worst_mv: 0.130
critPathMaxFanout: 41
cp_slowest_cell: "sky130_fd_sc_hd__buf_4"
cts-htree-levels: 3
final_core_util: 0.344
grt_remaining_overflow: 0
std_cell_rows: 158
combinationalPowerShare: 0.127
gr_usage_total: 0.226
ranking_of_synthesized_cells_by_instance_count: "sky130_fd_sc_hd__mux2i_1 (1026), sky130_fd_sc_hd__edfxtp_1 (1024), sky130_fd_sc_hd__and2_1 (994)"
setup.worst_path.start_class: "input port"
unrepaired_setup_endpoints_after_global_routing: "no"
routedWlPerCell_um: 28.3
worstSetupStartpoint: "rs[2]"
cts.sink_count: 1024
globalplace.congestion: 0.906
ant_nets: 0
registers.top_by_ff_count: "registers"
synth_area_mm2: 0.0559
grt_pass1_wl_um: 285000
placement.setup.worst_slack_ns: 3.01
finalSetupViolations: 0
sw_frac_of_total: 0.262
numSynthFlops: 1024
post_syn_instances: 4659
postCtsSetupBuffers: 0
crit_arrival_ns: 5.89
yosys_cells: 4659
slew_headroom: 0.326
dr.pass1.iters: 14
largest_register_ff_count: 1024
die_area_mm2: 0.188
avgSynthCellArea_um2: 12.0
clock_power_share: 0.386
design.core.area_mm2: 0.185
drcViolationCount: 0
final_min_period_over_clock_period: 0.736
num_io_pins: 110
postRouteWirelength_um: 203000
grt_antenna_before_repair: 9
post_dp_cell_area_mm2: 0.0601
flop_cell: "sky130_fd_sc_hd__edfxtp_1"
via_count: 38400
tool_warnings: 26
die_height_um: 434
synth.yosys.chip_area_mm2: 0.0559
cts.hold.buffers_added: 0
ys_async_sr_fraction: 0
tritoncts.num_buffers: 109
p_int_uw: 6990
die.size.x_um: 434
clk_transition_reported_paths_ns: 0.06
holdCritStartpoint: "writeData[27]"
psw_uw: 2490
num-fill-cells: 17700
max_slew_violation_count: 0
top_area_cell: "sky130_fd_sc_hd__edfxtp_1"
dominant_cell_by_count_in_the_synthesized_netlist: "sky130_fd_sc_hd__mux2i_1"
largestRegisters: "registers: 1024 flops"
worstPathCellList: "clkdlybuf4s50_1 > nor2_4 > buf_4 > a22o_1 > nor3_1 > a31oi_1 > nand3_1 > clkdlybuf4s50_1"
initial_drc_count: 2550
worstHoldPathType: "input port to register"
achievable-frequency_mhz: 124
drive_above_1_share: 0.0852
synth.top_cells.by_area: "sky130_fd_sc_hd__edfxtp_1 (55%), sky130_fd_sc_hd__mux2i_1 (18%), sky130_fd_sc_hd__and2_1 (11%), sky130_fd_sc_hd__a22oi_1 (2.6%), sky130_fd_sc_hd__a22o_1 (2.0%)"
whs_ns: 2.40
viasPerCell: 5.36
cell type report:
| cell class | instances | area [um2] | share of cell area |
|---|---|---|---|
| Antenna cell | 10 | 25.0 | 0.000393 |
| Clock buffer | 128 | 2840 | 0.0447 |
| Clock inverter | 71 | 623 | 0.00979 |
| Inverter | 1 | 3.75 | 0.0000590 |
| Multi-Input combinational cell | 3181 | 23800 | 0.374 |
| Sequential cell | 1024 | 30700 | 0.483 |
| Tap cell | 2480 | 3100 | 0.0488 |
| Timing Repair Buffer | 268 | 2470 | 0.0388 |
worst min-delay path by stage:
| stage | cells past startpoint | to |
|---|---|---|
| global route | 3 | registers[19][20] |
| CTS | 3 | registers[31][27] |
| finish | 3 | registers[31][27] |
per-stage QoR:
step / power, uW / cells
after floorplan: 5350 / 4659
after global placement: 5880 / 6954
after detailed placement: 5890 / 6954
after CTS: 9510 / 7153
after global routing: 9750 / 7158
final: 9480 / 7163
placed cells by master, fill, tap and decap left out, drive strengths merged, types with 2 or more instances in the layout:
master         instances
a21oi                192
a22o                 128
a22oi                192
a31oi                 64
and2                 994
buf                  161
bufinv                 9
clkbuf               128
clkdlybuf4s50        107
clkinv                53
clkinvlp               4
diode                 10
edfxtp              1024
inv                    6
mux2                   2
mux2i               1030
nand2                205
nand2b                 5
nand3                194
nand3b                 3
nor2                  32
nor2b                 36
nor3                  65
o21ai                 30
or2                    3
or3b                   2
power groups by stage:
stage	combinational [uW]	sequential (uW)	clock [uW]
final	1200	4620	3650
after global routing	1270	4650	3840
after CTS	1190	4620	3690
worst max-delay path: cells and delay by family:
family / cells / cell delay (ns)
AOI/OAI and AO/OA: 2 / 0.72
buffers and inverters: 3 / 1.78
and+or+nand+nor: 3 / 1.09
routing by layer:
layer | track usage | routed length (um) | vias to the layer above | part of all wire
met5 | 0.0125 | 209 | - | 0.0010
met4 | 0.0927 | 9950 | 12 | 0.049
met3 | 0.140 | 29300 | 470 | 0.14
met2 | 0.341 | 93200 | 2251 | 0.46
met1 | 0.256 | 70300 | 18700 | 0.35
li1 | - | - | 17000 | -
logic make-up after synthesis:
group,Yosys count,share of synthesized area
AND/OR/NAND/NOR,1541,0.158
multiplexers,1032,0.185
flip-flops,1024,0.550
AND-OR/OR-AND,608,0.0732
buffers and inverters,454,0.0342
Power and IR drop assume default switching activity.
